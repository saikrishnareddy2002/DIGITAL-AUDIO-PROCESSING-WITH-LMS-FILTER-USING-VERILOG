<file path="design.v">
module audio (
  input wire clock_27mhz,
  input wire reset,
  input wire [4:0] volume,
  output wire [7:0] audio_in_data,
  input wire [7:0] audio_out_data,
  output wire ready,
  output reg audio_reset_b,    
  output wire ac97_sdata_out,
  input wire ac97_sdata_in,
  output wire ac97_synch,
  input wire ac97_bit_clock
);
  wire [7:0] command_address;
  wire [15:0] command_data;
  wire command_valid;
  wire [19:0] left_in_data, right_in_data;
  wire [19:0] left_out_data, right_out_data;
  reg [9:0] reset_count;
  always @(posedge clock_27mhz) begin
    if (reset) begin
      audio_reset_b = 1'b0;
      reset_count = 0;
    end else if (reset_count == 1023)
      audio_reset_b = 1'b1;
    else
      reset_count = reset_count+1;
  end
  wire ac97_ready;
  Filter Filter(.ready(ac97_ready),
            .command_address(command_address),
            .command_data(command_data),
            .command_valid(command_valid),
            .left_data(left_out_data), .left_valid(1'b1),
            .right_data(right_out_data), .right_valid(1'b1),
            .left_in_data(left_in_data), .right_in_data(right_in_data),
            .ac97_sdata_out(ac97_sdata_out),
            .ac97_sdata_in(ac97_sdata_in),
            .ac97_synch(ac97_synch),
            .ac97_bit_clock(ac97_bit_clock));
  reg [2:0] ready_sync;
  always @ (posedge clock_27mhz) ready_sync <= {ready_sync[1:0], ac97_ready};
  assign ready = ready_sync[1] & ~ready_sync[2];
  reg [7:0] out_data;
  always @ (posedge clock_27mhz)
    if (ready) out_data <= audio_out_data;
  assign audio_in_data = left_in_data[19:12];
  assign left_out_data = {out_data, 12'b000000000000};
  assign right_out_data = left_out_data;
  Filter_commands Filter_commands(.clock(clock_27mhz), .ready(ready),
                    .command_address(command_address),
                    .command_data(command_data),
                    .command_valid(command_valid),
                    .volume(volume),
                    .source(3'b000));      
endmodule
module Filter (
  output reg ready,
  input wire [7:0] command_address,
  input wire [15:0] command_data,
  input wire command_valid,
  input wire [19:0] left_data,
  input wire left_valid,
  input wire [19:0] right_data,
  input wire right_valid,
  output reg [19:0] left_in_data, right_in_data,
  output reg ac97_sdata_out,
  input wire ac97_sdata_in,
  output reg ac97_synch,
  input wire ac97_bit_clock
);
  reg [7:0] bit_count;
  reg [19:0] l_cmd_addr;
  reg [19:0] l_cmd_data;
  reg [19:0] l_left_data, l_right_data;
  reg l_cmd_v, l_left_v, l_right_v;
  initial begin
    ready <= 1'b0;
    ac97_sdata_out <= 1'b0;
    ac97_synch <= 1'b0;
    bit_count <= 8'h00;
    l_cmd_v <= 1'b0;
    l_left_v <= 1'b0;
    l_right_v <= 1'b0;
    left_in_data <= 20'h00000;
    right_in_data <= 20'h00000;
  end
  always @(posedge ac97_bit_clock) begin
    if (bit_count == 255)
      ac97_synch <= 1'b1;
    if (bit_count == 15)
      ac97_synch <= 1'b0;
    if (bit_count == 128)
      ready <= 1'b1;
    if (bit_count == 2)
      ready <= 1'b0;
    if (bit_count == 255) begin
      l_cmd_addr <= {command_address, 12'h000};
      l_cmd_data <= {command_data, 4'h0};
      l_cmd_v <= command_valid;
      l_left_data <= left_data;
      l_left_v <= left_valid;
      l_right_data <= right_data;
      l_right_v <= right_valid;
    end
    if ((bit_count >= 0) && (bit_count <= 15))
      case (bit_count[3:0])
        4'h0: ac97_sdata_out <= 1'b1;       
        4'h1: ac97_sdata_out <= l_cmd_v;    
        4'h2: ac97_sdata_out <= l_cmd_v;    
        4'h3: ac97_sdata_out <= l_left_v;   
        4'h4: ac97_sdata_out <= l_right_v;  
        default: ac97_sdata_out <= 1'b0;
      endcase
    else if ((bit_count >= 16) && (bit_count <= 35))
      ac97_sdata_out <= l_cmd_v ? l_cmd_addr[35-bit_count] : 1'b0;
    else if ((bit_count >= 36) && (bit_count <= 55))
      ac97_sdata_out <= l_cmd_v ? l_cmd_data[55-bit_count] : 1'b0;
    else if ((bit_count >= 56) && (bit_count <= 75)) begin
      ac97_sdata_out <= l_left_v ? l_left_data[19] : 1'b0;
      l_left_data <= { l_left_data[18:0], l_left_data[19] };
    end
    else if ((bit_count >= 76) && (bit_count <= 95))
      ac97_sdata_out <= l_right_v ? l_right_data[95-bit_count] : 1'b0;
    else
      ac97_sdata_out <= 1'b0;
    bit_count <= bit_count+1;
  end  
  always @(negedge ac97_bit_clock) begin
    if ((bit_count >= 57) && (bit_count <= 76))
      left_in_data <= { left_in_data[18:0], ac97_sdata_in };
    else if ((bit_count >= 77) && (bit_count <= 96))
      right_in_data <= { right_in_data[18:0], ac97_sdata_in };
  end
endmodule
module Filter_commands (
  input wire clock,
  input wire ready,
  output wire [7:0] command_address,
  output wire [15:0] command_data,
  output reg command_valid,
  input wire [4:0] volume,
  input wire [2:0] source
);
  reg [23:0] command;
  reg [3:0] state;
  initial begin
    command <= 4'h0;
    command_valid <= 1'b0;
    state <= 16'h0000;
  end
  assign command_address = command[23:16];
  assign command_data = command[15:0];
  wire [4:0] vol;
  assign vol = 31-volume;   
  always @(posedge clock) begin
    if (ready) state <= state+1;
    case (state)
      4'h0:  
        begin
          command <= 24'h80_0000;
          command_valid <= 1'b1;
        end
      4'h1:  
        command <= 24'h80_0000;
      4'h3:  
        command <= { 8'h04, 3'b000, vol, 3'b000, vol };
      4'h5:  
        command <= 24'h18_0808;
      4'h6:  
        command <= { 8'h1A, 5'b00000, source, 5'b00000, source};
      4'h7:  
        command <= 24'h1C_0F0F;
      4'h9:  
        command <= 24'h0E_8048;
      4'hA:  
        command <= 24'h0A_0000;
      4'hB:  
        command <= 24'h20_8000;
      default:
        command <= 24'h80_0000;
    endcase  
  end  
endmodule  
</file>
<file path="run.sh">
#!/bin/bash
# OpenROAD 26Q1-2900-gdf79404cd8, Yosys 0.63+post, stock flow scripts
make -C /OpenROAD-flow-scripts/flow DESIGN_CONFIG=/design/flow/config.mk WORK_HOME=/design/flow/orfs finish
</file>
<file path="config.mk">
export PLATFORM = sky130hd
export DESIGN_NAME = audio
export DESIGN_NICKNAME = audio
export VERILOG_FILES = /design/flow/design.v
export SDC_FILE = /design/flow/constraint.sdc
export NUM_CORES = 4
export LEC_CHECK = 1
export CORE_UTILIZATION = 30
</file>
<file path="constraint.sdc">
current_design audio

set clk_period 4.2
set clk_io_pct 0.2

create_clock -name clk0 -period $clk_period [get_ports {ac97_bit_clock}]
create_clock -name clk1 -period $clk_period [get_ports {clock_27mhz}]

set non_clock_inputs [all_inputs -no_clocks]
set_input_delay [expr $clk_period * $clk_io_pct] -clock clk0 $non_clock_inputs
set_output_delay [expr $clk_period * $clk_io_pct] -clock clk0 [all_outputs]
</file>
==> results.py <==
# Auto-generated metrics
metrics = {
    "final_timing": {
        "hold_viol_final": 0,
        "fin_ws_ns": 0.06382,
        "setup_violations": 0,
        "finalSetupTns_ns": 0,
        "maxSlewViolCount": 0,
        "skew_ns": 0.06532,
        "worst_pin_slew_ns": 0.7191,
        "relSlewSlack_pct": 51.99,
        "rsz0062_at_grt": "false",
    },
    "critical_path": {
        "cp.arrival_ns": 3.30,
        "critPathSlowestCell": "clkdlybuf4s50_1",
        "crit_path_max_incr_delay_ns": 0.47,
        "worstSetupPathType": "reg2out",
        "cp_cell_sequence": "clkdlybuf4s50_1",
        "cp.required_ns": 3.36,
        "cp_top_family": "buffers and inverters",
        "path_buffers": 1,
        "cp-start-kind": "register",
        "cp-end-kind": "output port",
        "r2r_slack_ns": 0.32,
        "cp_max_fo": 2,
    },
    "power": {
        "peakVddDrop_v": 0.0002871,
        "net-switching-power_uw": 524.6,
        "p_int_mw": 1.908,
        "combPwrFrac_pct": 0.9,
        "switching_share_pct": 21.57,
        "leakage_nw": 2.175,
        "seq_power_share_pct": 48.7,
        "power_frac_clock_pct": 50.4,
        "p_per_area_nw_per_um2": 419.8,
    },
    "place": {
        "placed_area_um2": 5268,
        "dp_slack_ns": 0.2860,
        "gp_congestion": 0.8555,
        "port-buffer-count": 27,
        "hpwl_mm": 5.587,
    },
    "logic_synthesis": {
        "ys_seq_share_pct": 60.33,
        "syn_area_per_cell_um2": 11.75,
        "async_reset_ff_share_pct": 0,
        "ys_cells": 408,
        "yosys.area.top_type_share_pct": 35.70,
        "edf_count": 57,
        "netlist_area_um2": 4795,
        "area_leaders": "edfxtp_1, dfxtp_1, ha_1",
        "ys_area_um2": 4795,
        "synth_top_cell_by_area": "edfxtp_1",
        "synth_cell_type_count": 58,
        "netlist_instances": 408,
        "ys.flop_type": "dfxtp_1",
        "ys.flops": 116,
        "yosys_warnings": 3,
    },
    "routing": {
        "drt_iter0_drc": 178,
        "drtPass1Iterations": 4,
        "vias": 2992,
        "ant_nets": 0,
        "drc_errors": 0,
        "vias_per_cell": 4.426,
        "diodes": 0,
        "wl_per_cell_um": 12.16,
        "drt-total-wl_mm": 8.218,
    },
    "global_route": {
        "first_global_vias": 2923,
        "grt_use_total_pct": 11.00,
        "grt_pass1_wl_mm": 14.06,
        "grt_antenna_before_repair": 0,
        "gr-total-overflow": 0,
        "grt_start_max_net_pins": 41,
    },
    "final_layout": {
        "comb_area_um2": 1694,
        "seq_area_um2": 2893,
        "syn_to_final_growth_pct": 20.85,
        "final_layout_size_suffix_gt1_share_pct": 9.677,
        "fin_area_um2": 5794,
        "fillers": 1468,
    },
    "cts": {
        "cts_setup_buffers": 0,
        "holdBufCountCts": 0,
        "cts_tree": "yes",
        "clkTransAtPathRegs_ns": 0.06,
        "ctsResizeCount": 0,
        "cts.sinks": 116,
    },
    "floorplan": {
        "core_um2": 15430,
        "floorplan.core_util_pct": 31.08,
        "ioPinCount": 29,
        "die_w_um": 128.4,
        "core.rowCount": 45,
        "die-area_um2": 16490,
        "die.size.y_um": 128.4,
    },
    "run": {
        "warnings": 63,
        "maxCapViolations": 0,
    },
    "min_path": {
        "hold_path.class": "reg2reg",
    },
    "outcome": {
        "status": "finished, final reports clean",
    },
}
## state kept, by name (all words and copies together), names as in the netlist, 3 cells and up
register,cells
Filter.l_left_data,20
Filter.left_in_data,20
Filter_commands.command,14
reset_count,10
Filter.bit_count,8
Filter.l_cmd_data,8
Filter.l_right_data,8
out_data,8
Filter.l_cmd_addr,6
Filter_commands.state,4
ready_sync,3
## layer usage
layer  GRT usage, %  vias to the layer above  wire, um
met5              0                        -         0
met4          2.699                        0       216
met3          2.965                       16       363
met2          17.23                       66      3734
met1          15.70                     1367      3904
li1               -                     1543         -
## cells in the mapped netlist (all sizes together), types with 2 or more instances
cell,instances
nor3b,3
and2,3
mux2,2
nor4b,2
o21ai,29
dfxtp,59
mux2i,16
o211ai,2
and3,5
nand4,6
xnor2,8
nand3b,2
nor4,5
nand2,44
inv,16
o22a,2
nor3,6
a41oi,3
edfxtp,57
a31oi,5
and4,2
or3,3
clkbuf,5
or2b,2
nor2,21
nand2b,7
nor2b,3
a21oi,15
ha,23
xor2,6
nand3,9
buf,20
## cell type report
cell class | instances | share of cell area, %
multi-input cells | 251 | 29.24
inverters | 16 | 1.036
clock inverters | 27 | 2.375
repair buffers | 38 | 6.089
clock buffers | 17 | 6.780
well taps | 211 | 4.556
flip-flops and latches | 116 | 49.92
## stage by stage
stage                     instances  hold WS [ns]  util, %  total power, mW
after global placement          633        0.3157    34.14            1.258
after floorplan                 409        0.3096        -            1.243
after global routing            676        0.3362    37.56            2.535
final                           676        0.3258    37.56            2.432
after CTS                       676        0.3260    37.56            2.463
after detailed placement        633        0.3121    34.14            1.259
## power groups by stage
stage | registers [mW] | logic [mW] | clock network [mW]
after CTS | 1.18 | 0.0218 | 1.26
after global routing | 1.18 | 0.0238 | 1.33
final | 1.18 | 0.0214 | 1.23
## worst paths after layout
| path | from | to | depth (start not counted) |
|---|---|---|---|
| hold reg to reg | ready_sync[0]$_DFF_P_ | ready_sync[1]$_DFF_P_ | 0 |
| hold / removal | ready_sync[0]$_DFF_P_ | ready_sync[1]$_DFF_P_ | 0 |
| setup reg to reg | Filter.bit_count[1]$_DFF_P_ | Filter.left_in_data[18]$_DFFE_NP_ | 7 |
| max in group clk1 | reset_count[0]$_SDFFE_PP0P_ | reset_count[3]$_SDFFE_PP0P_ | 6 |
| min in group clk0 | Filter_commands.command[21]$_DFF_P_ | Filter.l_cmd_addr[17]$_DFFE_PP_ | 0 |
| setup / recovery | Filter.left_in_data[17]$_DFFE_NP_ | audio_in_data[5] | 1 |
## cells by family (layout without fill, tap and decap cells)
logic type                 after synthesis  after routing  synth area share [%]
AOI/OAI and AO/OA                       67             67                 8.638
xor gates and xnor gates                14             14                 2.557
adders and majority gates               23             23                 6.002
buffers and inverters                   42             98                 4.566
DFF                                    116            116                 60.33
muxes                                   19             19                 4.280
other                                    1              2               0.07821
and+or+nand+nor                        126            126                 13.54
## layout by cell type, fill, tap and decap left out, types with 8 or more instances in the layout
cell type,Yosys,final
nand3_1,9,9
inv_1,15,34
a21oi_1,15,15
nor2_1,21,20
mux2i_1,16,16
edfxtp_1,57,57
ha_1,23,23
dfxtp_1,59,59
o21ai_0,22,22
clkdlybuf4s50_1,0,27
buf_4,9,11
nand2_1,44,44
xnor2_1,8,8
clkbuf_16,0,15
## worst reg2reg max path: cells and delay by family (launching register included)
kind / cells / cell delay, ns
AND-OR/OR-AND: 2 / 0.18
AND/OR/NAND/NOR: 3 / 0.71
adder cells (fa/ha/maj): 1 / 0.17
buffers and inverters: 1 / 0.11
flip-flops: 1 / 0.31
Power is estimated from default activity; no workload was simulated.
